==> design/flow/design.v <==
module seg7 (in, leds);
	input logic [4:0] in;
	output logic [6:0] leds;
	always_comb begin
		case (in)
			 4'b0000: leds = 7'b1000000;  
			 4'b0001: leds = 7'b1111001;  
			 4'b0010: leds = 7'b0100100;  
			 4'b0011: leds = 7'b0110000;  
			 4'b0100: leds = 7'b0011001;  
			 4'b0101: leds = 7'b0010010;  
			 4'b0110: leds = 7'b0000010;  
			 4'b0111: leds = 7'b1111000;  
			 4'b1000: leds = 7'b0000000;  
			 4'b1001: leds = 7'b0010000;  
			 default: leds = 7'b0000000;  
		endcase
	end
endmodule 
==> design/flow/run.sh <==
#!/bin/bash
# OpenROAD 26Q1-2900-gdf79404cd8, Yosys 0.63+post, stock flow scripts
make -C /OpenROAD-flow-scripts/flow DESIGN_CONFIG=/design/flow/config.mk WORK_HOME=/design/flow/orfs finish
==> design/flow/config.mk <==
export PLATFORM = sky130hd
export DESIGN_NAME = seg7
export DESIGN_NICKNAME = seg7
export VERILOG_FILES = /design/flow/design.v
export SDC_FILE = /design/flow/constraint.sdc
export NUM_CORES = 4
export LEC_CHECK = 1
export CORE_AREA = 10 10 70 70
export DIE_AREA = 0 0 80 80
==> design/flow/constraint.sdc <==
current_design seg7

set clk_period 1.0
set clk_io_pct 0.2

create_clock -name clk0 -period $clk_period

set non_clock_inputs [all_inputs -no_clocks]
set_input_delay [expr $clk_period * $clk_io_pct] -clock clk0 $non_clock_inputs
set_output_delay [expr $clk_period * $clk_io_pct] -clock clk0 [all_outputs]
==> reports/qor.yml <==
route:
  wire_per_inst_um: 10.0
  drc_errors: 0
  drtAntennaViolNets: 0
  vias_per_cell: 2.91
  drtIter0Drc: 4
  vias: 253
  wl_um: 873
  antenna_cells_inserted: 0
  drt-pass1-iter-count: 2
grt:
  grt_max_degree: 8
  globalRouteOverflowTotal: 0
  grt_pass1_wl_mm: 1.36
  grt_pass1_vias: 232
  track_usage_pct: 2.63
  antenna_found_initial: 0
timing:
  period_used_pct: 122
  finalSetupViolCount: 7
  tightest_slew_ns: 0.267
  fmax_mhz: 821
  relSlewSlack_pct: 82.2
  period_minus_slack_ns: 1.22
  fin_ws_ns: -0.218
  fin_tns_setup_ns: -0.903
  hold_viol_final: 0
  maxSlewViolCount: 0
  whs_ns: 0.759
  rsz0062_at_grt: "yes"
place:
  portBuffers: 12
  dpl-instance-area_um2: 424
  routabilityCongestion: 0.841
  dp_hpwl_um: 621
  dp.cells: 85
floorplanning:
  io_pins: 12
  die_y_um: 80
  fp-row-count: 21
  design.core.area_mm2: 0.00342
  die-area_mm2: 0.00640
  die_x_um: 80
  core_util_floorplan_pct: 6.56
logic_synthesis:
  avgSynthCellArea_um2: 9.33
  synth_cell_types: 14
  syn_area_um2: 224
  yosysWarningCount: 1
  yosysSeqAreaShare_pct: 0
  yosys_cells: 24
  netlist_instances: 24
  ys_chip_area_um2: 224
setup_path:
  cp.buffers_inverters: 3
  critPathKind: "in -> out"
  crit_required_ns: 0.80
  path_max_fanout: 4
  crit_chain: "buf_12, inv_8, ha_4, nand2b_4, a211oi_2, buf_2"
  cp_top_family: "buffers and inverters"
  cp_slowest_stage_delay_ns: 0.20
  endpoint_kind: "output port"
  cp.arrival_ns: 1.02
  cp-start-kind: "input port"
  cp_slowest_cell: "ha_4"
run:
  tool_warnings: 39
  cap_violations: 0
power:
  comb_power_share_pct: 100.0
  switchingPower_uw: 89.2
  vdd_drop_max_mv: 0.110
  power.density_mw_per_mm2: 336
  pwr-share-clk_pct: 0
  swShare_pct: 46.1
  p_leak_uw: 0.000216
  intPower_uw: 104
  pwr-share-seq_pct: 0
finish:
  layout-drive-gt1-share_pct: 92.7
  fin_area_um2: 574
  n_fill_cell: 375
  regArea_um2: 0
  area_delta_synth_final_pct: 156
  flop-count: 0
  num-clock-buffers: 0
  fin_cells: 87
cts:
  postCtsHoldBufs: 0
hold_path:
  hp-class: "in -> out"
status:
  violations: "negative setup slack"
  status: "complete, but fails checks"
[per-stage QoR]
stage | util, % | total power (µW) | setup slack, ns
5_1_grt | 16.8 | 208 | -0.241
3_3_place_gp | 12.4 | 128 | -1.26
3_5_place_dp | 12.4 | 128 | -1.28
6_report | 16.8 | 193 | -0.218
4_1_cts | 15.9 | 180 | -0.208
2_1_floorplan | - | 53.2 | 0.000481
[cell usage after synthesis]
| cell | number | area share, % |
|---|---|---|
| a2111oi_4 | 1 | 12 |
| nor2b_4 | 1 | 6.1 |
| nand2b_1 | 2 | 5.6 |
| buf_4 | 1 | 3.4 |
| o21a_1 | 1 | 3.4 |
| nand2_1 | 2 | 3.4 |
| mux2i_1 | 1 | 4.5 |
| a211oi_1 | 3 | 10 |
| inv_1 | 2 | 3.4 |
| ha_1 | 6 | 34 |
| a2111oi_2 | 1 | 6.7 |
| nor3_1 | 1 | 2.2 |
| nor4b_1 | 1 | 3.9 |
| inv_2 | 1 | 1.7 |
[power by group through the flow]
stage | Clock, µW | Combinational, µW | Sequential [µW]
after global routing | 0 | 208 | 0
after CTS | 0 | 180 | 0
final | 0 | 193 | 0
[tightest hold or removal path, stage by stage]
cell	delay [ns]
buf_6	0.09
buf_6	0.11
nor4b_4	0.05
buf_2	0.11
[area by class of cell]
type,count,area (µm²),share of cell area (%)
multi-input cells,20,335,58.4
repair buffers,18,155,27.0
well taps,46,57.6,10.0
inverters,3,26.3,4.58
[logic make-up (layout without fill, tap and decap cells)]
group / Yosys count / in the layout / share of synthesized area (%)
AND-OR/OR-AND: 6 / 6 / 32.4
buffers and inverters: 4 / 21 / 8.38
adder cells (fa/ha/maj): 6 / 6 / 33.5
AND/OR/NAND/NOR: 7 / 7 / 21.2
multiplexers: 1 / 1 / 4.47
[timing repair]
item                                   in CTS  in global routing
setup buffers                               2                  0
resized                                    78                  7
setup endpoints to repair                   7                  7
endpoints found under the hold margin       0                  0
pin swaps                                   8                  6
[placed cells by master, fill, tap and decap left out, types with 2 or more instances in the layout]
cell type	count
buf_6	4
ha_4	5
inv_8	2
buf_4	4
a211oi_2	3
buf_12	2
a2111oi_4	2
buf_2	8
nand2b_4	2
[per-layer routing]
layer / wire length [µm] / up-vias / global-route usage (%)
li1: - / 126 / -
met1: 364 / 127 / 3.30
met2: 509 / 0 / 5.14
met3: 0 / 0 / 0
met4: 0 / 0 / 0
met5: 0 / - / 0
[final timing paths]
kind	slack, ns	from	cells past startpoint	end
setup / recovery	-0.22	in[0]	6	leds[3]
hold / removal	0.76	in[2]	4	leds[2]
No activity file was given, so power comes from the tool's default toggle rates.
